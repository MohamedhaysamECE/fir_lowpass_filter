**./run.sh**
```bash
#!/bin/bash
# OpenROAD 26Q1-2900-gdf79404cd8, Yosys 0.63+post, stock flow scripts
make -C /OpenROAD-flow-scripts/flow DESIGN_CONFIG=/design/flow/config.mk WORK_HOME=/design/flow/orfs finish
```
**./config.mk**
```make
export PLATFORM = sky130hd
export DESIGN_NAME = transposed_filter
export DESIGN_NICKNAME = transposed_filter
export VERILOG_FILES = /design/flow/design.v
export SDC_FILE = /design/flow/constraint.sdc
export NUM_CORES = 4
export LEC_CHECK = 1
export CORE_UTILIZATION = 40
```
**./constraint.sdc**
```tcl
current_design transposed_filter

set clk_period 28.5
set clk_io_pct 0.2

create_clock -name clk0 -period $clk_period [get_ports {clk}]

set non_clock_inputs [all_inputs -no_clocks]
set_input_delay [expr $clk_period * $clk_io_pct] -clock clk0 $non_clock_inputs
set_output_delay [expr $clk_period * $clk_io_pct] -clock clk0 [all_outputs]
```
**./design.v**
```verilog
module  transposed_filter(
  input signed [15:0] noisy_signal,
  input clk, rst,
  output reg signed [31:0] filtered_signal  
  );
 wire signed [15:0] coe0 = 16'b0000000000000000,
             coe1 = 16'b1111111111100101,
             coe2 = 16'b1111111110110111,
             coe3 = 16'b0000000010110100,
             coe4 = 16'b0000001000111010,
             coe5 = 16'b0000000000000000,
             coe6 = 16'b1111100110101011,
             coe7=  16'b1111100110101100,
             coe8 = 16'b0000101011010000,
             coe9 = 16'b0010010110111110,
             coe10 =16'b0011001100011111,
             coe11 =16'b0010010110111110,
             coe12= 16'b0000101011010000,
             coe13 =16'b1111100110101100,
             coe14 =16'b1111100110101011,
             coe15 =16'b0000000000000000,
             coe16 =16'b0000001000111010,
             coe17 =16'b0000000010110100,
             coe18 =16'b1111111110110111,
             coe19 =16'b1111111111100101,
             coe20 =16'b0000000000000000;
 wire signed [31:0] mul [1:21];
  assign mul[1] = coe20 * noisy_signal;
  assign mul[2] = coe19 * noisy_signal;
  assign mul[3] = coe18 * noisy_signal;
  assign mul[4] = coe17 * noisy_signal;
  assign mul[5] = coe16 * noisy_signal;
  assign mul[6] = coe15 * noisy_signal;
  assign mul[7] = coe14 * noisy_signal;
  assign mul[8] = coe13 * noisy_signal;
  assign mul[9] = coe12 * noisy_signal;
  assign mul[10] = coe11 * noisy_signal;
  assign mul[11] = coe10 * noisy_signal;
  assign mul[12] = coe9 * noisy_signal;
  assign mul[13] = coe8 * noisy_signal;
  assign mul[14] = coe7 * noisy_signal;
  assign mul[15] = coe6 * noisy_signal;
  assign mul[16] = coe5 * noisy_signal;
  assign mul[17] = coe4 * noisy_signal;
  assign mul[18] = coe3 * noisy_signal;
  assign mul[19] = coe2 * noisy_signal;
  assign mul[20] = coe1 * noisy_signal;
  assign mul[21] = coe0 * noisy_signal;
     reg signed [31:0] delayed [1:20];
     always@(posedge clk)
      begin 
      if(rst)
      begin
        delayed[1] <=0;
        delayed[2] <=0;
        delayed[3] <=0;
        delayed[4] <=0;
        delayed[5] <=0;
        delayed[6] <=0;
        delayed[7] <=0;
        delayed[8] <=0;
        delayed[9] <=0;
        delayed[10]<=0;
        delayed[11]<=0;
        delayed[12]<=0;
        delayed[13]<=0;
        delayed[14]<=0;
        delayed[15]<=0;
        delayed[16]<=0;
        delayed[17]<=0;
        delayed[18]<=0;
        delayed[19]<=0;
        delayed[20]<=0;
      end  
      else
      begin 
       delayed[1]  <= mul[1] ;  
       delayed[2]  <= delayed[1] + mul[2]; 
       delayed[3]  <= delayed[2] + mul[3]; 
       delayed[4]  <= delayed[3] + mul[4]; 
       delayed[5]  <= delayed[4] + mul[5]; 
       delayed[6]  <= delayed[5] + mul[6]; 
       delayed[7]  <= delayed[6] + mul[7]; 
       delayed[8]  <= delayed[7] + mul[8] ; 
       delayed[9]  <= delayed[8] + mul[9];
       delayed[10] <= delayed[9] + mul[10] ;
       delayed[11] <= delayed[10]+ mul[11];
       delayed[12] <= delayed[11]+ mul[12];
       delayed[13] <= delayed[12]+ mul[13];
       delayed[14] <= delayed[13]+ mul[14];
       delayed[15] <= delayed[14]+ mul[15];
       delayed[16] <= delayed[15]+ mul[16];
       delayed[17] <= delayed[16]+ mul[17];
       delayed[18] <= delayed[17]+ mul[18];
       delayed[19] <= delayed[18]+ mul[19];    
       delayed[20] <= delayed[19]+ mul[20];
       end
      end
always@(*)
 begin
 if(rst)
    filtered_signal = 16'd0; 
 else
   filtered_signal = delayed[20] + mul[21];  
 end
endmodule
```
==> changes_impl.md <==
### Physical design

* Status: complete, no violations
* Part of the Yosys area used for sequential elements at 0.194
* Die Area at 0.156 sq mm
* Slew margin rel. at 0.320
* DR iter-0 viols at 3236
* Gate Area at 0.0458 sq mm
* Share of cells above drive strength 1 at 0.0386
* Final setup viols at 0
* Crit share post-route at 0.504
* Number of diodes at 0
* Clock tree from TritonCTS: built
* Area added between synthesis and finish at 9.57%
* Crit path to: delayed[11][31]$_SDFF_PP0_
* Clock Latency Late Sink at 0.71 ns
* Area leader share at 0.194
* Port bufs at 49
* Number of flip-flops in the largest register at 598
* Transition time of the tightest slew-check pin at 1.01 ns
* Critical Path AT at 14.95 ns
* Top flop regs: delayed: 598 flops
* #FFs+latches synth at 598
* Final WL at 201 mm
* Total track usage at 0.271
* Crit Path Class: in -> reg
* YS chip area at 0.0617 sq mm
* Startpoint type of the worst setup path: input pin
* Top logic family: adder cells
* Dominant register cell: dfxtp_1
* Fmax achieved at 69.7 MHz
* Post-layout util at 0.443
* Hold Path Depth at 1
* Min cycle time layout at 14.35 ns
* FF/Latch Area at 0.0120 sq mm
* Reg2reg path depth at 12
* Global-route wire length before repair at 306 mm
* Post-synth top area cell: dfxtp_1
* Ao+oa area frac at 0.173
* TritonCTS Sinks at 598
* Post-Place Cell Area at 0.0649 sq mm
* Final RePlAce weighted congestion at 1.07
* Routed length on met1 at 92.9 mm
* CP startpoint: noisy_signal[15]
* Largest net degree at the start of global routing at 92
* Most used cell, CP: inv_1
* YS warnings at 2
* Mean post-synth cell area at 8.79 sq um
* RSZ-0062 raised after global routing: no
* Flop-to-flop setup slack at 24.30 ns
* Total gr overflow at 0
* # rows at 143
* Root Driver: clkbuf_16
* DRC violations left at 0
* Routed Antenna Nets at 0
* Post-synthesis simple-gate area fraction at 0.136
* Initial antenna violation count at 0
* DIE WIDTH at 395 microns
* Maximum capacitance violations at 0
* Mux contribution to synthesized area at 0.00367
* CTS clk-pin slew, worst paths at 0.06 ns
* Max clock buf depth at 3
* Router iterations before antenna repair at 6
* Met3 routed WL at 14.3 mm
* Init Core Util at 0.404
* DR vias/cell at 5.34
* Slowest cell on crit path: xnor2_1
* Final instance area at 0.0676 sq mm
* I/O pin cnt at 50
* Top cells by area: dfxtp_1 19%, ha_1 19%, fa_1 15%, inv_1 5.8%, xnor2_1 4.8%
* Reg2Reg Capture Point: delayed[12][26]$_SDFF_PP0_
* Ys cells at 7022
* Mapped Cells at 7022
* Post-CTS Resized at 0
* Vias in the first global route at 48500
* Layout fillers at 14800
* Met2 WL at 87.5 mm
* Final count of hold timing violations at 0
* CP max stage delay at 0.82 ns
* Reg-to-Reg Start: delayed[11][4]$_SDFF_PP0_
* HPWL Detailed at 167 mm
* Cell Type Count at 93
* Worst min path class: reg -> reg
* Yosys xor share at 0.0826
* CP Data Required Time at 29.09 ns
* FA/HA/MAJ Cells, Area Fraction at 0.347
* Final Non-Filler Cells at 9225
* Proportion of synthesized flip-flops having asynchronous set or reset at 0
* Max-slew violations at 0
* Setup TNS at 0 ns
* Post-CTS Hold Buffers at 0
* Avg WL per Cell at 21.8 microns
* H-tree Lvls at 3
* Largest Register: delayed
* Cts bufs inserted at 77
* Synthesized cell area at 0.0617 sq mm
* Top Layer Used: met4
* Placed insts at 9084
* DIE HEIGHT at 395 microns
* CP Capture Type: flop
* Routed vias at 49300
* Final Skew at 0.0658 ns
* Max FO, Critical Path at 34
* Post-CTS Setup Inserts at 0
* Post-synth EDFFs at 0
* OpenROAD warning count at 70
* Core Area at 0.153 sq mm
==> layout by cell type, fill, tap and decap left out, types with 21 or more instances in the layout <==
master	instances
a211oi_1	77
a21o_1	278
a21oi_1	465
a31oi_1	59
and2_1	46
and3_1	75
buf_4	73
clkbuf_16	77
clkdlybuf4s50_1	43
dfxtp_1	598
fa_1	474
ha_1	955
inv_1	949
nand2_1	249
nand2b_1	84
nand3_1	104
nand4_1	38
nor2_1	637
nor2b_1	217
nor3_1	150
o211ai_1	40
o21a_1	96
o21ai_0	268
o21bai_1	77
o31ai_1	21
or2_2	22
or3_1	48
xnor2_1	339
xor2_1	230
==> metrics by stage <==
| step | setup slack (ns) | hold WS [ns] |
|---|---|---|
| finish | 14.15 | 0.421 |
| CTS | 14.13 | 0.411 |
| global route | 13.51 | 0.435 |
| floorplan | 15.70 | 0.414 |
| global placement | 13.40 | 0.417 |
| detailed placement | 13.46 | 0.420 |
==> cell type report <==
type / instances / share of cell area
clock buffers: 106 / 0.0323
repair buffers: 121 / 0.0150
inverters: 951 / 0.0528
flip-flops and latches: 598 / 0.177
well taps: 2030 / 0.0376
multi-input cells: 5384 / 0.678
clock inverters: 35 / 0.00738
==> synth_stat cells, drive strengths merged, types with 11 or more instances <==
library cell,count
o31a,11
o21ai,288
a2111oi,16
a211oi,81
a41oi,20
o211ai,40
nand3,104
nand2,249
buf,14
o41ai,15
clkbuf,75
nand2b,84
xnor2,339
and2,46
a21o,278
nor2,637
and4,14
ha,955
mux2,13
o31ai,23
nor4,14
a21boi,19
or4,11
nor3,151
or2,25
o21bai,77
fa,474
a221o,12
a311oi,11
nor2b,217
nor3b,12
nand4,38
dfxtp,598
a211o,18
or3,48
inv,950
a31oi,59
o21a,96
a21oi,467
and3,75
xor2,230
==> worst min path at each step <==
| stage | from | to | slack (ns) |
|---|---|---|---|
| CTS | delayed[3][1]$_SDFF_PP0_ | delayed[4][1]$_SDFF_PP0_ | 0.41 |
| global route | delayed[3][1]$_SDFF_PP0_ | delayed[4][1]$_SDFF_PP0_ | 0.43 |
| finish | delayed[3][1]$_SDFF_PP0_ | delayed[4][1]$_SDFF_PP0_ | 0.42 |
==> worst max-delay path, delay by kind of cell <==
| kind | cells | cell delay (ns) |
|---|---|---|
| compound gates | 10 | 3.12 |
| xor+xnor | 2 | 0.95 |
| fa+ha+maj | 5 | 2.30 |
| buf+inv | 8 | 2.06 |
| simple gates | 4 | 0.74 |
==> cells by family (layout without fill, tap and decap cells) <==
kind of cell | after synthesis | after routing
buffers and inverters | 1040 | 1213
AOI/OAI and AO/OA | 1624 | 1624
DFF | 598 | 598
muxes | 21 | 21
xor gates and xnor gates | 574 | 574
adders and majority gates | 1429 | 1429
and+or+nand+nor | 1736 | 1736
==> per-layer routing <==
metal | vias up | GRT usage
met5 | - | 0
li1 | 24200 | -
met4 | 0 | 0.0672
met2 | 1271 | 0.401
met1 | 23500 | 0.404
met3 | 255 | 0.0695
